### flow/design.v
module ALU(input [3:0] ALU_sel,
           input [31:0] ALU_in1, ALU_in2,
           output wire zero,
           output reg [31:0] ALU_out        );
    parameter ADD=4'b0010, SUB=4'b0000, SLL=4'b0011, LRS=4'b0100, LVLS=4'b0101, LVRS=4'b0110;
    parameter SRA=4'b0111, AND=4'b1000, OR=4'b1001, XOR=4'b1010, XNOR=4'b1011;
    always @ (ALU_in1 or ALU_in2 or ALU_sel)
        case(ALU_sel)
            ADD : ALU_out = ALU_in1 + ALU_in2;
            SUB : ALU_out = ALU_in1 - ALU_in2;
            SLL : ALU_out = ALU_in2 << ALU_in1;
            SRA : ALU_out = ALU_in2 >>> ALU_in1;
            AND : ALU_out = ALU_in1 & ALU_in2;
            OR : ALU_out = ALU_in1 | ALU_in2;
            XOR : ALU_out = ALU_in1 ^ ALU_in2;
            default : ALU_out = 0;
         endcase
    assign zero = ALU_out ? 0 : 1;
endmodule
### flow/run.sh
#!/bin/bash
# OpenROAD 26Q1-2900-gdf79404cd8, Yosys 0.63+post, stock flow scripts
make -C /OpenROAD-flow-scripts/flow DESIGN_CONFIG=/design/flow/config.mk WORK_HOME=/design/flow/orfs finish
### flow/config.mk
export PLATFORM = sky130hd
export DESIGN_NAME = ALU
export DESIGN_NICKNAME = ALU
export VERILOG_FILES = /design/flow/design.v
export SDC_FILE = /design/flow/constraint.sdc
export NUM_CORES = 4
export LEC_CHECK = 1
export CORE_UTILIZATION = 30
### flow/constraint.sdc
current_design ALU

set clk_period 26.1
set clk_io_pct 0.2

create_clock -name clk0 -period $clk_period

set non_clock_inputs [all_inputs -no_clocks]
set_input_delay [expr $clk_period * $clk_io_pct] -clock clk0 $non_clock_inputs
set_output_delay [expr $clk_period * $clk_io_pct] -clock clk0 [all_outputs]
==> impl_metrics.toml <==
# yosys + openroad results
[synth]
synth_largest_type_area_fraction_pct = 13.9
post_synth_instance_area_sq_mm = 0.00876
postSynthCellCount = 1199
yosys-stat-cells = 1199
synth.largest_area_cell = "mux4_2"
syn-mean-instance-area_sq_um = 7.30
postSynthSeqShare_pct = 0
yosys.stat.chipArea_sq_mm = 0.00876
synth-warning-count = 1
top_cells_by_area = "mux4_2, ha_1, mux2i_1"
synth.lib_cells_used.distinct = 79

[final_layout]
final.clkbuf_count = 0
postLayoutCellArea_sq_mm = 0.0101
utilization_pct = 35.1
n_fill_cell = 3061
regArea_sq_um = 0
flops = 0
filler_free_cell_count_of_the_finished_design = 1614
drive_gt1_share_pct = 10.7
synthToLayoutAreaGrowth_pct = 15.0
area.combinational_sq_mm = 0.00800

[global_routing]
grt_antenna_before_repair = 0
largest_net_degree_at_the_start_of_global_routing = 68
grt.total_usage_pct = 28.3
grt.overflow.total = 0
wire_length_of_the_first_global_routing_pass_microns = 62500
via_count_of_the_first_global_routing_pass = 9193

[die]
rows = 62
core_area_sq_mm = 0.0287
die-height_microns = 173
die_area_sq_mm = 0.0299
core_util_floorplan_pct = 30.5
die_width_microns = 173
io-pin-count = 101

[power_and_ir_drop]
share_clk_of_total_power_pct = 0
combinationalPowerShare_pct = 100.0
seq_power_share_pct = 0
internal_power_mw = 0.0853
pwr_density_cell_mw_per_mm2 = 20.7
vdd_ir_drop_max_mv = 0.0149
leakage_power_total_nw = 4.09
swShare_pct = 59.0
netSwitchingPower_mw = 0.123

[cts]
holdBufCountCts = 0
postCtsResizedCells = 0
post-cts-setup-buffer-count = 0

[setup_path]
critical_path.n_buffers_inverters = 2
worst_setup_path_end_kind = "output port"
critical_path.slowest_cell = "clkdlybuf4s50_1"
criticalPathCategory = "in2out"
kind_of_start_point_of_the_critical_path = "input pin"
worst_ep_arrival_time_ns = 12.28
crit_fanout = 14
critical-path-max-stage-delay_ns = 0.74
path_cells = "clkdlybuf4s50_1, or4_1, nor4_1, nor3b_1, nand2_1, nor4_1, nor2_1, xnor2_1, ha_1, nor3b_1, a21oi_1, nor2_1, a21oi_1, o211ai_1, nor4b_1, o311ai_0, nor3_1, nand4_1, or4_1, nor3_2, clkdlybuf4s50_1"
cp_top_family = "simple AND/OR/NAND/NOR gates"
cp.required_ns = 20.88

[timing]
fin_setup_tns_ns = 0
finalCritPeriodShare_pct = 67.0
worstMarginPinSlew_ns = 1.05
timing.final.max_slew_violations = 0
maxSlewHeadroom_pct = 29.3
hold_slack_ns = 11.82
setup_repair_after_global_routing_missed_its_margin = "false"
finalSetupViolations = 0
finalHoldViolCount = 0
timing.fmax_mhz = 57.2
finalCriticalPeriod_ns = 17.50

[detailed_routing]
routed_wire_length_per_instance_microns = 26.2
finalWirelength_microns = 42200
insertedDiodeCount = 0
drc = 0
avgViaCountPerCell = 6.27
detail_route.iter0.violations = 1026
vias = 10100
detail-route-antenna-nets = 0
firstDrtPassIters = 6

[run_status]
run_status = "complete, no violations"

[flow_run]
warning_count = 65
maxCapViolCount = 0

[placed_design]
dpl-instance-area_sq_mm = 0.0101
io_buffer_count = 101
hpwlAfterDp_microns = 33000
place_congestion = 1.04
dp_cells = 1614

[hold_path]
worst_hold_path_type = "in2out"
==> per-stage QoR <==
step | setup WS (ns) | total power, mW
global route | 8.24 | 0.224
global placement | 8.79 | 0.203
finish | 8.60 | 0.208
detailed placement | 8.70 | 0.203
floorplan | 11.07 | 0.128
CTS | 8.67 | 0.204
==> cells in the final DEF, fill, tap and decap left out, types with 6 or more instances in the layout <==
cell type        netlist  final
o21ai_0               63     63
o21a_1                 9      9
mux2i_1               72     72
nand3b_1               8      8
a21oi_1               72     72
buf_4                  1     38
nand2b_1              23     23
xnor2_1               38     38
and2_1                 9      9
o221ai_1              11     11
o32ai_1                6      6
inv_1                 82     82
mux4_2                54     54
and3_1                15     15
or2_2                  6      6
or4_1                  6      6
a21o_1                16     16
mux2_2                16     16
a211oi_1              25     25
nor4_1                20     20
a211o_1                7      7
o22ai_1               17     17
clkdlybuf4s50_1        0     96
nand4_1               15     15
nor3_1                23     22
o31ai_1               10     10
a221oi_1               6      6
a22oi_1                7      7
nand2_1              110    110
o211ai_1              16     16
a31oi_1               16     16
or3_1                 16     16
nor3b_1               11     11
nand3_1               17     17
nor2b_1               11     10
ha_1                  96     96
nor2_1                80     80
==> Yosys cell counts (all sizes together), types with 26 or more instances <==
cell and number:
mux4 54, inv 85, xnor2 38, clkbuf 72, nor2 80, a21oi 72, a211oi 26, nand2 110
o21ai 63, mux2i 72, ha 96, buf 34
==> power groups by stage <==
stage	Clock, mW	Combinational (mW)	Sequential [mW]
after global routing	0	0.224	0
final	0	0.208	0
after CTS	0	0.204	0
==> worst min-delay path: cells and delay by family <==
family,cells,cell delay (ns)
buffers and inverters,3,0.98
AND-OR/OR-AND,2,0.19
AND/OR/NAND/NOR,1,0.16
==> final timing paths <==
kind | depth (start not counted) | slack [ns] | end | start
worst max-delay path | 21 | 8.60 | zero | ALU_in2[9]
worst min-delay path | 6 | 11.82 | ALU_out[31] | ALU_in1[3]
==> layer usage <==
layer	vias to the layer above	track usage [%]	part of all wire (%)	wire (microns)
li1	4599	-	-	-
met4	0	4.13	1.8	748
met2	617	43.0	44	18800
met1	4857	42.0	43	18300
met3	43	6.42	10	4380
met5	-	0	0	0
==> logic make-up after synthesis <==
family | synth area share, %
and+or+nand+nor | 22.4
AOI/OAI and AO/OA | 26.7
buffers and inverters | 8.67
muxes | 24.2
adders and majority gates | 13.9
xor gates and xnor gates | 4.10
==> layout make-up <==
type | count | share of cell area, %
repair buffers | 137 | 12.5
well taps | 384 | 4.77
inverters | 86 | 3.21
multi-input cells | 1007 | 79.5
Power is estimated from default activity; no workload was simulated.
